==> flow/design.v <==
`timescale 1ns / 1ps
module ALU( alu_in1, alu_in2, alu_out, alu_sel, clock );
	input [31:0]alu_in1, alu_in2;
	input [3:0]alu_sel;
	input clock;
	output [31:0]alu_out;
	reg [31:0]alu_out;
	reg [31:0]A;
	reg [31:0]B;
	always@(alu_sel, alu_in1, alu_in2)
	begin
	case(alu_sel)
	4'b0000: alu_out = alu_in1 + alu_in2;				 
	4'b0001: alu_out = alu_in1 - alu_in2;				 
	4'b0010: alu_out = alu_in1 & alu_in2;				 
	4'b0011: alu_out = alu_in1 ^ alu_in2;				 
	4'b0100: begin
	A = alu_in1 & 5'b10000;									 
	B = alu_in1 >>> alu_in2[4:0];							
	alu_out = A + B;
	end
	4'b0101: alu_out = alu_in1 << alu_in2[4:0];		 
	4'b0110: alu_out = alu_in1 >> alu_in2[4:0];		 
	4'b0111: alu_out = alu_in1 != alu_in2;				 
	4'b1000: alu_out = alu_in2  << 12;					 
	default: begin
	alu_out = alu_in1 + alu_in2;							 
	end
	endcase
	end
endmodule
==> flow/run.sh <==
#!/bin/bash
# OpenROAD 26Q1-2900-gdf79404cd8, Yosys 0.63+post, stock flow scripts
make -C /OpenROAD-flow-scripts/flow DESIGN_CONFIG=/design/flow/config.mk WORK_HOME=/design/flow/orfs finish
==> flow/config.mk <==
export PLATFORM = sky130hd
export DESIGN_NAME = ALU
export DESIGN_NICKNAME = ALU
export VERILOG_FILES = /design/flow/design.v
export SDC_FILE = /design/flow/constraint.sdc
export NUM_CORES = 4
export LEC_CHECK = 1
export CORE_UTILIZATION = 30
==> flow/constraint.sdc <==
current_design ALU

set clk_period 11.9
set clk_io_pct 0.2

create_clock -name clk0 -period $clk_period

set non_clock_inputs [all_inputs -no_clocks]
set_input_delay [expr $clk_period * $clk_io_pct] -clock clk0 $non_clock_inputs
set_output_delay [expr $clk_period * $clk_io_pct] -clock clk0 [all_outputs]
==> flow_summary_export.csv <==
group,metric,value,unit
flow_run,cap_violations,0,
final_timing,report.final.slew_viol_count,0,
final_timing,clock.fmax,101,MHz
placed_design,preCtsSetupSlack,2.05,ns
finish,register_area,0,um^2
die,fp.dieW,172,um
global_route,grt_max_degree,54,
drt,drc,0,
drt,routed_wl,41800,um
placed_design,place_congestion,1.03,
flow_run,warnings,65,
drt,wl_per_cell,25.5,um
power_and_ir_drop,powerDensity,52.3,mW/mm^2
finish,seq_cells,0,
drt,vias_per_cell,6.31,
final_timing,finalSetupTns,0,ns
placed_design,place_area,0.00988,mm^2
finish,fin_area,0.00988,mm^2
worst_setup_path,slowest_stage,"o21ai_0",
worst_setup_path,end_kind,"output pin",
die,die_h,172,um
power_and_ir_drop,switchingPower,0.305,mW
finish,syn_to_final_growth,14.0,%
final_timing,min_period,9.93,ns
global_route,antenna_found_initial,1,
placed_design,port_buffers,100,
final_timing,worst_pin_slew,0.866,ns
synth,ys_chip_area,0.00867,mm^2
synth,syn_inst,1236,
power_and_ir_drop,leakage,3.85,nW
worst_setup_path,arrival,7.55,ns
finish,logic_area,0.00800,mm^2
worst_setup_path,path_cells,"buf_2 > inv_1 > buf_4 > ha_1 > nand2_1 > o21ai_0 > a221o_1 > o2111ai_1 > a311oi_1 > a31oi_1 > xnor2_1 > a221oi_1 > o31ai_1 > clkdlybuf4s50_1",
synth,syn_area_per_cell,7.01,um^2
global_route,grt_pass1_wl,61600,um
die,io_pins,101,
final_timing,finalHoldViolations,0,
die,die-area,0.0296,mm^2
drt,first_iter_violations,1183,
worst_setup_path,critical_path_required,9.52,ns
synth,yosysWarnings,1,
die,initial_core_util,30.9,%
synth,ys_cells,1236,
placed_design,dp_hpwl,33000,um
power_and_ir_drop,peakVddDrop,0.0000125,V
worst_hold_path,hold_class,"primary input to output pin",
final_timing,rsz0062_at_grt,"false",
synth,synth_cell_type_count,83,
final_timing,fin_crit_sh,83.5,%
final_timing,final-setup-viol-count,0,
drt,drtPass1Iterations,7,
worst_setup_path,worstSetupPathType,"primary input to output pin",
global_route,grt_pass1_vias,9695,
final_timing,fin_ws,1.97,ns
status,status,"complete, no violations",
global_route,grt-ovfl-total,0,
drt,vias,10353,
clock_tree,post_cts_buffers,0,
worst_setup_path,worstPathMaxFanout,38,
power_and_ir_drop,p_int,0.212,mW
worst_setup_path,critPathMaxStageDelay,0.66,ns
finish,fill_cells,3085,
clock_tree,postCtsHoldBufs,0,
drt,drtAntennaViolNets,0,
die,core.rowCount,61,
clock_tree,cts_resized,0,
synth,syn_area,0.00867,mm^2
final_timing,slew_headroom,41.6,%
finish,nClkBuffers,0,
synth,yosys.stat.seqShare,0,%
global_route,track_usage,28.7,%
power_and_ir_drop,sw_frac_of_total,59.0,%
worst_setup_path,startpoint_type,"primary input",
finish,drive_gt1_share,8.88,%
die,fp.coreArea,0.0281,mm^2
-- cell usage in the layout, fill, tap and decap left out, types with 23 or more instances in the layout --
cell type and instances:
a21oi_1 104, a22oi_1 23, buf_4 25, clkdlybuf4s50_1 96, ha_1 66, inv_1 62
mux2_2 29, mux2i_1 64, mux4_2 26, nand2_1 105, nor2_1 138, nor3_1 32
o21ai_0 78, xnor2_1 23
-- area by class of cell --
type / count / area share (%)
timing repair buffer: 123 / 11.7
multi-input combinational: 1073 / 81.0
tap: 378 / 4.79
antenna: 1 / 0.0253
inverter: 65 / 2.47
-- power by group through the flow --
stage | registers (mW) | clock network, mW | logic, mW
5_1_grt | 0 | 0 | 0.554
4_1_cts | 0 | 0 | 0.506
-- Yosys cell counts, types with 10 or more instances --
cell / number / share of area [%]
a21o_1: 18 / 1.6
o221ai_1: 22 / 2.2
a221oi_1: 17 / 1.7
a211oi_1: 17 / 1.5
mux4_2: 26 / 6.8
a22oi_1: 23 / 2.0
o21ai_0: 78 / 4.5
nor2_1: 138 / 6.0
a221o_1: 15 / 1.7
nand2b_1: 20 / 1.4
inv_1: 62 / 2.7
ha_1: 66 / 9.5
clkbuf_1: 71 / 3.1
and2_1: 10 / 0.72
buf_1: 12 / 0.52
mux2i_1: 64 / 7.4
a21oi_1: 104 / 6.0
nand3_1: 21 / 1.2
mux4_1: 11 / 3.3
nand2_1: 105 / 4.5
nor2b_1: 14 / 1.0
nor3_1: 34 / 2.0
o22ai_1: 18 / 1.3
mux2_2: 29 / 3.8
xor2_1: 12 / 1.2
o211ai_1: 16 / 1.4
xnor2_1: 24 / 2.4
o21bai_1: 19 / 1.6
-- cell families (layout without fill, tap and decap cells) --
group / count (synthesis) / count (layout) / synth area share [%]
AND-OR/OR-AND: 437 / 437 / 35.1
AND/OR/NAND/NOR: 401 / 401 / 21.9
buffers and inverters: 163 / 188 / 8.01
multiplexers: 131 / 131 / 21.4
adder cells (fa/ha/maj): 68 / 68 / 9.99
XOR/XNOR: 36 / 36 / 3.64
other: 0 / 1 / 0
-- worst paths after layout --
kind,start,to,slack [ns],cells past startpoint
setup / recovery,alu_in2[3],alu_out[29],1.97,14
hold / removal,alu_in2[3],alu_out[22],5.97,5
-- worst max-delay path: cells and delay by family --
family / cells / cell delay, ns
xor gates and xnor gates: 1 / 0.16
AOI/OAI and AO/OA: 7 / 2.64
buffers and inverters: 4 / 1.78
adders and majority gates: 1 / 0.44
and+or+nand+nor: 1 / 0.12
-- per-layer routing --
layer / track usage (%) / vias to the layer above / share of wire [%]
met5: 0.522 / - / 0.10
met4: 10.1 / 2 / 4.0
met3: 7.43 / 84 / 9.9
met2: 43.7 / 565 / 44
met1: 39.2 / 4927 / 42
li1: - / 4775 / -
-- through the flow --
| stage | power, mW | util (%) | instances | hold slack (ns) |
|---|---|---|---|---|
| 6_report | 0.516 | 35.2 | 1640 | 5.97 |
| 5_1_grt | 0.554 | 35.2 | 1639 | 6.03 |
| 4_1_cts | 0.506 | 35.2 | 1639 | 5.94 |
| 3_5_place_dp | 0.504 | 35.2 | 1639 | 5.94 |
| 3_3_place_gp | 0.503 | 35.2 | 1639 | 5.93 |
| 2_1_floorplan | 0.306 | - | 1236 | 4.93 |
Power and IR drop assume default switching activity.
